==> /design/flow/run.sh <==
#!/bin/bash
# OpenROAD 26Q1-2900-gdf79404cd8, Yosys 0.63+post, stock flow scripts
make -C /OpenROAD-flow-scripts/flow DESIGN_CONFIG=/design/flow/config.mk WORK_HOME=/design/flow/orfs finish
==> /design/flow/config.mk <==
export PLATFORM = sky130hd
export DESIGN_NAME = md
export DESIGN_NICKNAME = md
export VERILOG_FILES = /design/flow/design.v
export SDC_FILE = /design/flow/constraint.sdc
export NUM_CORES = 4
export LEC_CHECK = 1
export CORE_UTILIZATION = 40
==> /design/flow/constraint.sdc <==
current_design md

set clk_period 64.8
set clk_io_pct 0.2

create_clock -name clk0 -period $clk_period

set non_clock_inputs [all_inputs -no_clocks]
set_input_delay [expr $clk_period * $clk_io_pct] -clock clk0 $non_clock_inputs
set_output_delay [expr $clk_period * $clk_io_pct] -clock clk0 [all_outputs]
==> /design/flow/design.v <==
//synopsys translate_off
module INV_IP #(parameter IP_WIDTH = 6) (
    IN_1, IN_2,
    OUT_INV
);
input  [IP_WIDTH-1:0] IN_1, IN_2;
output [IP_WIDTH-1:0] OUT_INV;
wire signed [IP_WIDTH:0] wp, wf, wpp;
assign wp = (IN_1 > IN_2)?({1'b0, IN_1}):({1'b0, IN_2});
assign wf = (IN_1 > IN_2)?({1'b0, IN_2}):({1'b0, IN_1});
genvar i0;
generate
    for(i0 = 0; i0 < IP_WIDTH+4; i0 = i0 + 1) begin : fl0
        wire signed [IP_WIDTH:0] wa, wb, wv, wd, ws, wt;
        assign wv = wa/wb;
        if(i0 == 0) begin
            assign wa = wf;
            assign wb = wp;
        end
        else begin
            assign wa = fl0[i0-1].wb;
            assign wb = fl0[i0-1].wa%fl0[i0-1].wb;
        end
        if(i0 == IP_WIDTH+3) begin
            assign wd = wa;
            assign ws = 'b1;
            assign wt = 'b0;
        end
        else begin
            assign wd = (wb == 0)?(wa):(fl0[i0+1].wd);
            assign ws = (wb == 0)?('b1):(fl0[i0+1].wt);
            assign wt = (wb == 0)?('b0):(fl0[i0+1].ws - wv*fl0[i0+1].wt);
        end
    end
endgenerate
assign wpp = (fl0[0].ws + wp);
assign OUT_INV = (fl0[0].ws[IP_WIDTH])?(wpp[IP_WIDTH-1:0]):(fl0[0].ws[IP_WIDTH-1:0]);
endmodule
//synopsys translate_on
module EC_TOP(
    clk, rst_n, in_valid,
    in_Px, in_Py, in_Qx, in_Qy, in_prime, in_a,
    out_valid, out_Rx, out_Ry
);
input clk, rst_n, in_valid;
input [6-1:0] in_Px, in_Py, in_Qx, in_Qy, in_prime, in_a;
output reg out_valid;
output reg [6-1:0] out_Rx, out_Ry;
parameter idle = 1'b0;
parameter calc = 1'b1;
reg cst, nst;
reg [1:0] r0;
reg signed [6:0] rpx, rpy, rqx, rqy, rpm, ra;
wire wpeq;
wire [5:0] mi0o;
wire signed [15:0] wkid, wpy2, wmom, wrrx, wwry, wi0o, wt0o, wd0o, wx0o, wx1o, wx2o;
reg signed [15:0] rxps, rs, rrx;
always @(posedge clk or negedge rst_n) begin
    if(!rst_n) begin
        cst <= idle;
        rpx <= 7'b0;
        rpy <= 7'b0;
        rqx <= 7'b0;
        rqy <= 7'b0;
        rpm <= 7'b0;
        ra <= 7'b0;
    end
    else begin
        cst <= nst;
        rpx <= (cst == idle && nst == calc)?({1'b0, in_Px}):(rpx);
        rpy <= (cst == idle && nst == calc)?({1'b0, in_Py}):(rpy);
        rqx <= (cst == idle && nst == calc)?({1'b0, in_Qx}):(rqx);
        rqy <= (cst == idle && nst == calc)?({1'b0, in_Qy}):(rqy);
        rpm <= (cst == idle && nst == calc)?({1'b0, in_prime}):(rpm);
        ra  <= (cst == idle && nst == calc)?({1'b0, in_a}):(ra);
    end
end
always @(*) begin
    if(!rst_n) begin
        nst <= idle;
    end
    else begin
        case(cst)
        idle:
        if(in_valid) begin
            nst <= calc;
        end
        else begin
            nst <= idle;
        end
        calc:
        if(r0 == 2'd3) begin
            nst <= idle;
        end
        else begin
            nst <= calc;
        end
        default:
        nst <= idle;
        endcase
    end
end
INV_IP #(.IP_WIDTH(6)) mi0(.IN_1(wmom[5:0]), .IN_2(rpm[5:0]), .OUT_INV(mi0o));
mux4 #(.size(16)) mx0(.wi0({9'b0, rpx}), .wi1(wkid), .wi2(rs), .wi3(rs), .slc(r0), .wo0(wx0o));
mux4 #(.size(16)) mx1(.wi0({9'b0, rpx}), .wi1(wi0o), .wi2(rs), .wi3((rpx - rrx)), .slc(r0), .wo0(wx1o));
mux4 #(.size(16)) mx2(.wi0(wt0o), .wi1(wt0o), .wi2((wt0o - rpx - rqx)), .wi3((wt0o - rpy)), .slc(r0), .wo0(wx2o));
mt mt0(.wi0(wx0o), .wi1(wx1o), .wo0(wt0o));
md md0(.wi0(wx2o), .wi1(rpm), .wo0(wd0o));
assign wpeq = (rpx == rqx) && (rpy == rqy);  
assign wkid = ((wpeq)?(3*rxps + ra):(rqy - rpy));
assign wpy2 = {8'b0, rpy, 1'b0};
assign wmom = ((wpeq)?((wpy2 >= rpm)?(wpy2 - rpm):(wpy2)):((rpx > rqx)?((rqx-rpx) + rpm):(rqx - rpx)));
assign wi0o = {{10'b0}, mi0o};
assign wrrx = rrx + rpm;
assign wwry = wd0o + rpm;
always @(posedge clk or negedge rst_n) begin
    if(!rst_n) begin
        out_valid <= 1'b0;
        out_Rx <= 6'b0;
        out_Ry <= 6'b0;
        r0 <= 0;
    end
    else if(cst == calc) begin
        if(r0 == 3) begin
            out_Rx <= (rrx[15])?(wrrx[5:0]):(rrx[5:0]);
            out_Ry <= (wd0o[15])?(wwry[5:0]):(wd0o[5:0]);
            out_valid <= 1'b1;
        end
        else if (r0 == 0) begin
            rxps <= wd0o;
        end
        else if (r0 == 1) begin
            rs <= wd0o;
        end
        else if(r0 == 2) begin
            rrx <= wd0o;
        end
        else ;
        r0 <= r0 + 1;
    end
    else begin
        out_valid <= 1'b0;
        out_Rx <= 6'b0;
        out_Ry <= 6'b0;
        r0 <= 0;
    end
end
endmodule
module mt(wi0, wi1, wo0);
input wire signed [15:0] wi0, wi1;
output wire signed [15:0] wo0;
assign wo0 = wi0 * wi1;
endmodule
module md(wi0, wi1, wo0);
input wire signed [15:0] wi0;
input wire signed [6:0] wi1;
output wire signed [15:0] wo0;
assign wo0 = wi0%wi1;
endmodule
module mux4(wi0, wi1, wi2, wi3, slc, wo0);
parameter size = 0;	
input wire signed [size-1:0] wi0, wi1, wi2, wi3;
input wire [1:0] slc;
output wire signed [size-1:0] wo0;
assign wo0 = (slc[1])?((slc[0])?(wi3):(wi2)):((slc[0])?(wi1):(wi0));
endmodule
==> out/qor.yml <==
timing.critical_path.slowest_stage_cell: "sky130_fd_sc_hd__a2111oi_0"
drt_pass1_iterations: 6
synth.top_cell.area_share_pct: 19.50
yosysCellCount: 1309
num_rows: 54
finalWirelength_um: 29210
final-max-slew-violation-count: 0
layout.clock_buffers: 0
fin_worst_hold_slack_ps: 27080
hold_end: "wo0[15]"
cp_data_required_time_ps: 51840
core_util_floorplan_pct: 41.07
netlist_logic_family_top: "AND-OR/OR-AND gates"
ys_sh_aoi_pct: 38.19
largest_net_degree_at_the_start_of_global_routing: 23
holdPathStages: 5
antenna_found_initial: 0
die_height_um: 152.4
layout-drive-gt1-share_pct: 6.536
report.final.setup_viol: 0
crit_arrival_ps: 45820
via_count: 9908
route.antenna.diode_count: 0
yosys-stat-area_sq_um: 9046
worst_pin_slew_ps: 1317
post_synth_instance_area_sq_um: 9046
route.detailed.vias_per_inst: 5.979
worstHoldPathType: "in -> out"
synth.distinct_cells: 112
post-route-drc-count: 0
ys_seq_share_pct: 0
drt-wirelength-per-cell_um: 17.63
synth_area_per_cell_sq_um: 6.911
synth_xor_xnor_area_share_pct: 9.585
period_needed_ps: 58780
max_clock_freq_ghz: 0.01701
synth_warnings: 1
rsz0062_at_grt: "no"
cts_hold_buf: 0
final_hold_viol_count: 0
outcome: "finished, final reports clean"
grt-ovfl-total: 0
grt_pass1_vias: 8997
top_post_synthesis_cells_by_count: "141 x sky130_fd_sc_hd__ha_1, 129 x sky130_fd_sc_hd__nand2_1, 121 x sky130_fd_sc_hd__nor2_1"
muxShareOfSynthArea_pct: 2.503
finish.cell_count_without_fillers: 1657
post_synth_and_or_nand_nor_area_fraction_pct: 25.73
port-buffer-count: 39
placedCellCount: 1657
multi_input_comb_area_sq_um: 8836
yosysTopAreaCell: "sky130_fd_sc_hd__ha_1"
crit_path_launch_type: "input port"
grt_pass1_wl_um: 46950
synth_dominant_cell_count: "sky130_fd_sc_hd__ha_1"
antenna_left: 0
boundaryPins: 39
final.period_utilization_pct: 90.71
stage_log_warnings: 34
grt_util_all_layers_pct: 25.16
gp_congestion: 1.005
layout-area-overhead-vs-synth_pct: 9.723
cts.repair.resized: 0
crit_path_max_fanout: 20
initialDrtViolationCount: 750
preCtsSetupSlack_ps: 6769
flop-count: 0
fillcell_total: 2234
post_synth_inst_count: 1309
least_setup_slack_across_all_paths_after_layout_ps: 6020
die_width_um: 152.4
design.die.area_sq_um: 23220
critical-path-max-stage-delay_ps: 1160
max_slew_margin_pct: 9.961
min-delay-start: "wi0[15]"
core-area_sq_um: 22030
endpoint_kind: "output pin"
fa_ha_area_share_pct: 19.72
cells_taking_the_most_area_after_synthesis: "sky130_fd_sc_hd__ha_1 20%, sky130_fd_sc_hd__a21oi_1 6.0%, sky130_fd_sc_hd__nand2_1 5.4%, sky130_fd_sc_hd__xnor2_1 5.3%, sky130_fd_sc_hd__nor2_1 5.0%"
register_area_sq_um: 0
cap_violations: 0
most_common_cell_on_crit_path: "sky130_fd_sc_hd__ha_1"
critical_path_class: "in -> out"
post_cts.repair.setup_buffers: 0
totalNegativeSetupSlack_ps: 0
place.detailed.hpwl_um: 24210
## layer usage
metal / vias to the layer above / part of all wire, % / wire length (um) / GRT usage, %
met5: - / 0 / 0 / 0
met4: 0 / 1.8 / 521 / 3.936
met3: 33 / 5.8 / 1700 / 1.999
met2: 291 / 43 / 12580 / 39.74
met1: 4493 / 49 / 14410 / 37.84
li1: 5091 / - / - / -
## how the worst max path moves through the flow
| stage | startpoint | to | slack (ps) | cells past startpoint |
|---|---|---|---|---|
| after global routing | wi1[0] | wo0[14] | 3520 | 121 |
| after CTS | wi0[3] | wo0[15] | 6680 | 120 |
| final | wi0[2] | wo0[15] | 6020 | 120 |
## layout by cell type, fill, tap and decap left out, types with 29 or more instances in the layout
cell type | synthesis | routed
sky130_fd_sc_hd__ha_1 | 141 | 141
sky130_fd_sc_hd__nand2_1 | 129 | 129
sky130_fd_sc_hd__nor2_1 | 121 | 121
sky130_fd_sc_hd__a21oi_1 | 109 | 109
sky130_fd_sc_hd__o21ai_0 | 85 | 85
sky130_fd_sc_hd__inv_1 | 58 | 58
sky130_fd_sc_hd__xnor2_1 | 55 | 54
sky130_fd_sc_hd__nor3_1 | 49 | 49
sky130_fd_sc_hd__conb_1 | 1 | 45
sky130_fd_sc_hd__xor2_1 | 44 | 44
sky130_fd_sc_hd__a21o_1 | 43 | 43
sky130_fd_sc_hd__o21a_1 | 39 | 39
sky130_fd_sc_hd__clkdlybuf4s50_1 | 0 | 39
sky130_fd_sc_hd__nand3_1 | 29 | 29
## metrics by stage
step                utilization (%)  cell area [sq um]
finish                        45.06               9926
global route                  45.06               9926
CTS                           45.06               9926
detailed placement            45.06               9926
global placement              45.06               9926
floorplan                         -               9211
## critical path, delay by kind of cell
| kind | cells | cell delay (ps) |
|---|---|---|
| AND/OR/NAND/NOR | 38 | 9820 |
| multiplexers | 5 | 1640 |
| adder cells (fa/ha/maj) | 16 | 4850 |
| buffers and inverters | 7 | 1550 |
| AND-OR/OR-AND | 52 | 14670 |
| XOR/XNOR | 2 | 300 |
## cell type report
type | instances | share of cell area [%]
Timing Repair Buffer | 56 | 5.219
Inverter | 59 | 2.231
Multi-Input combinational cell | 1262 | 89.02
Tap cell | 280 | 3.530
## kinds of logic after synthesis
group	after synthesis
muxes	21
AOI/OAI and AO/OA	488
xor gates and xnor gates	99
other	1
adders and majority gates	142
and+or+nand+nor	467
buffers and inverters	91
